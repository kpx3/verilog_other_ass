===== flow/config.mk =====
export PLATFORM = sky130hd
export DESIGN_NAME = matrix_multiplier
export DESIGN_NICKNAME = matrix_multiplier
export VERILOG_FILES = /design/flow/design.v
export SDC_FILE = /design/flow/constraint.sdc
export NUM_CORES = 4
export LEC_CHECK = 1
export CORE_UTILIZATION = 40

===== flow/constraint.sdc =====
current_design matrix_multiplier

set clk_period 6.5
set clk_io_pct 0.2

create_clock -name clk0 -period $clk_period

set non_clock_inputs [all_inputs -no_clocks]
set_input_delay [expr $clk_period * $clk_io_pct] -clock clk0 $non_clock_inputs
set_output_delay [expr $clk_period * $clk_io_pct] -clock clk0 [all_outputs]

===== flow/design.v =====
module matrix_multiplier(C,A,B); 
parameter a=3,b=2,c=6; 
input [a*b*8-1:0] A; 
input [b*c*8-1:0] B; 
output [a*c*8-1:0] C; 
reg [a*c*8-1:0] C; 
reg [7:0] A1 [0:a-1][0:b-1]; 
reg [7:0] B1 [0:b-1][0:c-1]; 
reg [7:0] M [0:a-1][0:c-1]; 
integer i,j,k; 
integer r,p,d; 
    always@ (A or B) 
    begin  
    r=0; 
    p=0; 
        for(r=0; r<a; r=r+1) begin 
		for(p=0; p<b; p=p+1) begin  
			for(d=0; d<8; d=d+1) begin  
				A1[r][p][d] = A[r*b*8+p*8+d]; 
			end
		end
	end
     r=0; 
     p=0; 
        for(r=0; r<b; r=r+1) begin 
		for(p=0; p<c; p=p+1) begin 
			for(d=0; d<8; d=d+1) begin 
				B1[r][p][d] = B[r*c*8+p*8+d]; 
			end
		end
	end
         r=0; 
         p=0; 
        for(r=0; r<a; r=r+1) begin 
		for(p=0; p<c; p=p+1) begin 
			for(d=0; d<8; d=d+1) begin 
				M[r][p][d] = 1'd0; 
			end
		end
	end
        i = 0;j = 0;k = 0; 
        for(i=0;i < 3;i=i+1) 
            for(j=0;j < 6;j=j+1) 
                for(k=0;k < 2;k=k+1) 
                    M[i][j] = M[i][j] + (A1[i][k] * B1[k][j]); 
         r=0; 
         p=0; 
        for(r=0; r<a; r=r+1) begin 
		for(p=0; p<c; p=p+1) begin 
			for(d=0; d<8; d=d+1) begin 
			    C[r*c*8+p*8+d]=M[r][p][d]; 
			end
		end
	end           
    end 
endmodule

===== flow/run.sh =====
#!/bin/bash
# OpenROAD 26Q1-2900-gdf79404cd8, Yosys 0.63+post, stock flow scripts
make -C /OpenROAD-flow-scripts/flow DESIGN_CONFIG=/design/flow/config.mk WORK_HOME=/design/flow/orfs finish

==> impl_metrics.csv <==
group,metric,value,unit
outcome,status,"complete, but fails checks",
outcome,violations,"negative setup slack",
synth,syn-instance-count,4152,
detailed_routing,num_vias,32080,
die,rows,109,
global_routing,grt_util_all_layers,0.3177,
placement,dp_slack,-1496,ps
final_timing,fin_hold_ws,3543,ps
synth,ys_types,18,
synth,yosysTopAreaCell,"fa_1",
critical_path,worstSetupPathType,"in -> out",
final_timing,setup_ws,-857.3,ps
final_timing,period_needed,7357,ps
detailed_routing,ant_nets,0,
final_layout,syn_to_final_growth,55.45,%
worst_hold_path,hold_path_class,"in -> out",
final_layout,regArea,0,um^2
final_timing,setup_violations,60,
final_timing,drv_slew,0,
global_routing,grt_max_degree,22,
flow_run,timing.max_cap.violations,0,
final_timing,fin_crit_sh,1.132,
final_layout,seq_cells,0,
critical_path,cp_slowest_cell,"fa_1",
synth,yosys_cells,4152,
critical_path,cp-start-kind,"input port",
detailed_routing,drcViolationCount,0,
die,dieHeight,300.7,um
detailed_routing,routed_wl,136600,um
global_routing,grt_pass1_vias,34140,
global_routing,antenna_found_initial,7,
final_timing,max_clock_freq,0.1359,GHz
power_and_ir_drop,ir_worst_vdd,0.6036,mV
detailed_routing,drt_iter0_drc,1642,
synth,ys_seq_frac,0,
synth,yosys_area,0.03569,mm^2
detailed_routing,drt-vias-per-instance,4.955,
placement,gp_congestion,0.9922,
detailed_routing,avgRoutedWirePerCell,21.09,um
critical_path,end_kind,"primary output",
clock_network,cts_hold_buf,0,
die,core-area,0.08837,mm^2
critical_path,path_max_fanout,4,
detailed_routing,dr.pass1.iters,7,
die,io_pins,288,
final_timing,relSlewSlack,0.5174,
synth,avgSynthCellArea,8.595,um^2
synth,synth_area,0.03569,mm^2
die,fp-utilization,0.4038,
final_layout,drive_gt1_frac,0.4058,
power_and_ir_drop,p_leak,26.97,nW
placement,dp_hpwl,97950,um
global_routing,gr-total-overflow,0,
synth,top_cell_area_share,0.3130,
final_timing,rsz0062_at_grt,"true",
final_timing,final-hold-violation-count,0,
synth,top_cells_by_area,"fa_1, ha_1, and2_1, xnor2_1, inv_1",
critical_path,max_stage_delay,610,ps
critical_path,crit_required,5200,ps
synth,synth_warnings,4,
die,fp.dieW,300.7,um
critical_path,cp_common_cell,"fa_1",
power_and_ir_drop,powerDensity,336.4,mW/mm^2
critical_path,crit_chain,"buf_8 > buf_12 > buf_12 > buf_6 > buf_6 > nand2_4 > fa_1 > inv_2 > ha_4 > inv_2 > fa_1 > inv_1 > fa_1 > fa_1 > fa_1 > ha_4 > inv_4 > o21bai_4 > a21oi_2 > xnor3_2 > buf_2",
final_layout,fin_util,0.6277,
flow_run,openroad.warnings,35,
final_timing,tightest_slew,721.6,ps
synth,yosys.cell_count.top_type,"inv_1",
synth,top_cells_by_count,"inv_1, and2_1, ha_1",
critical_path,worst-endpoint-arrival,6060,ps
die,die_area,0.09042,mm^2
final_layout,nClkBuffers,0,
global_routing,grt_pass1_wl,203700,um
placement,numPortBuffers,288,
==> worst max-delay path, delay by kind of cell <==
kind                     cells  cell delay, ps
adder cells (fa/ha/maj)      7            3100
buffers and inverters       10             860
XOR/XNOR                     1             490
AND-OR/OR-AND                2             260
AND/OR/NAND/NOR              1              40
==> power by group <==
part              total, mW  switching [mW]  internal [mW]  leakage (nW)
clock network  0.0000000202               0   0.0000000202     0.0000127
registers                 0               0              0             0
logic                  18.7            7.77           10.9          27.0
total                  18.7            7.77           10.9          27.0
==> placed cells by master (no fill, tap or decap), types with 75 or more instances in the layout <==
| cell type | instances |
|---|---|
| buf_4 | 612 |
| inv_1 | 601 |
| buf_12 | 169 |
| clkdlybuf4s50_1 | 86 |
| ha_4 | 209 |
| and2_1 | 547 |
| fa_1 | 469 |
| nand2_1 | 510 |
| inv_2 | 191 |
| xnor2_1 | 320 |
| buf_8 | 75 |
| ha_1 | 401 |
| buf_2 | 102 |
| buf_6 | 270 |
| xor2_1 | 81 |
| and2_4 | 120 |
| fa_2 | 89 |
==> per-layer routing <==
layer / GRT usage / routed length (um) / vias to the layer above
met5: 0.003704 / 186 / -
met4: 0.1078 / 7229 / 10
met3: 0.1488 / 18450 / 352
met2: 0.4745 / 59110 / 1503
met1: 0.4131 / 51610 / 15610
li1: - / - / 14610
==> through the flow <==
step,setup TNS [ps],std cells,cell area [um^2],power (mW)
6_report,-25370,6475,55480,18.66
5_1_grt,-33270,6474,55470,20.47
4_1_cts,-36610,6434,53470,17.78
3_5_place_dp,-85210,6036,45910,15.93
3_3_place_gp,-85490,6036,45910,15.95
2_1_floorplan,-2441,4152,37320,8.124
==> cell type report <==
class                           count  area, um^2
Antenna cell                        2       5.005
Fill cell                        6506       32900
Inverter                          798        3010
Multi-Input combinational cell   3132       36620
Tap cell                         1165        1458
Timing Repair Buffer             1378       14380
==> final timing paths <==
| check | from | end | cells past startpoint |
|---|---|---|---|
| max | A[4] | C[39] | 21 |
| min | B[13] | C[111] | 7 |
==> logic make-up after synthesis <==
kind of cell | share of synthesized area
fa+ha+maj | 0.5339
xor+xnor | 0.1559
buf+inv | 0.1082
compound gates | 0.01515
simple gates | 0.1869
==> what timing repair did <==
action	4_1_cts	5_1_grt
endpoints found under the setup margin	90	85
resized	1553	571
pin swaps	633	548
gates cloned	17	2
setup buffers	411	130
No activity file was given, so power comes from the tool's default toggle rates.
