## /design/flow/run.sh

```bash
#!/bin/bash
# OpenROAD 26Q1-2900-gdf79404cd8, Yosys 0.63+post, stock flow scripts
make -C /OpenROAD-flow-scripts/flow DESIGN_CONFIG=/design/flow/config.mk WORK_HOME=/design/flow/orfs finish
```

## /design/flow/config.mk

```make
export PLATFORM = sky130hd
export DESIGN_NAME = multiplier
export DESIGN_NICKNAME = multiplier
export VERILOG_FILES = /design/flow/design.v
export SDC_FILE = /design/flow/constraint.sdc
export NUM_CORES = 4
export LEC_CHECK = 1
export CORE_AREA = 10 10 95 95
export DIE_AREA = 0 0 105 105
```

## /design/flow/constraint.sdc

```tcl
current_design multiplier

set clk_period 6.0
set clk_io_pct 0.2

create_clock -name clk0 -period $clk_period [get_ports {clk}]

set non_clock_inputs [all_inputs -no_clocks]
set_input_delay [expr $clk_period * $clk_io_pct] -clock clk0 $non_clock_inputs
set_output_delay [expr $clk_period * $clk_io_pct] -clock clk0 [all_outputs]
```

## /design/flow/design.v

```verilog
module multiplier(prod, mc, mp, clk, start); 
output [15:0] prod; 
input [7:0] mc, mp; 
input clk, start; 
reg [7:0] A, Q, M; 
reg Q_1; 
wire [7:0] sum, difference; 
always @(posedge clk) 
begin
 if (start) begin  
 A <= 8'b0;  
 M <= mc; 
 Q <= mp; 
 Q_1 <= 1'b0; 
 end
 else begin
 case ({Q[0], Q_1})  
 2'b0_1 : {A, Q, Q_1} <= {sum[7], sum, Q}; 
 2'b1_0 : {A, Q, Q_1} <= {difference[7], difference, Q}; 
 default: {A, Q, Q_1} <= {A[7], A, Q}; 
 endcase
 end
end
alu adder (sum, A, M, 1'b0); 
alu subtracter (difference, A, ~M, 1'b1); 
assign prod = {A, Q}; 
endmodule
module alu(out, a, b, cin); 
output [7:0] out; 
input [7:0] a; 
input [7:0] b; 
input cin;  
assign out = a + b + cin; 
endmodule
```

==> job_summary.md <==
## PnR job results

| Metric | Value |
|---|---|
| Late-Pin Clk Latency | 0.27 ns |
| Chip height | 105 um |
| Via count | 1303 |
| Crit path required time | 4.80 ns |
| Max Root-Sink Buffers | 2 |
| Share of layout cells above drive strength 1 | 0.0837 |
| Maximum vdd drop | 0.106 mV |
| Port Buffers | 33 |
| Syn avg cell area | 9.49 sq um |
| Tool warnings | 33 |
| FP Rows | 30 |
| Worst path bufs/invs | 1 |
| Post-synth regs | 25 |
| Vias in the first global route | 1334 |
| Synth Flop Type | dfxtp_1 |
| CORE AREA | 6910 sq um |
| CTS tree | yes |
| Post-DRT Antenna Nets | 0 |
| Critical path's slowest cell | clkdlybuf4s50_1 |
| Overall Power | 0.530 mW |
| Crit Path Category | flip-flop to output port |
| Min Tclk post-route | 2.47 ns |
| Placer congestion estimate | 0.901 |
| Number of antenna violations at the first check in global routing | 0 |
| Fillers | 734 |
| Top cell types by occurrence after synthesis | inv_1, dfxtp_1, ha_1, nor2_1, a21oi_1 |
| Drt drc | 0 |
| P_leak | 0.851 nW |
| Via-per-instance ratio | 4.36 |
| First-pass GRT wire length | 6380 um |
| Clock sinks | 25 |
| Die area | 11000 sq um |
| Drt pass-1 iters | 4 |
| CP delay by family, top | buffers and inverters |
| H-tree Lvls | 1 |
| Synth Seq Share | 0.356 |
| Largest stage delay on the critical path | 0.52 ns |
| CTS Buf Count | 3 |
| Die width | 105 um |
| Max Cap Violations | 0 |
| RSZ-0062 raised after global routing | false |
| Cts hold-fix bufs | 0 |
| Critical Path Sink Type | output port |
| Rel. slew slack | 0.639 |
| Synth top area share | 0.208 |
| Achievable Freq | 0.405 GHz |
| Count leader, synth | inv_1 |
| Setup Viol. Count Final | 0 |
| Startpoint Class | flip-flop |
| YS warnings | 1 |
| Cell type with the largest total area | dfxtp_1 |
| Ys cells | 172 |
| Max FO, Critical Path | 6 |
| # IOs | 34 |
| Final Cycle Share | 0.411 |
| Hold crit path type | flip-flop to flip-flop |
| Outcome | complete, no violations |
| WL per Instance | 12.2 um |
| GRT Util Overall | 0.0659 |
| Final HPWL DP | 2910 um |
| Worst slew pin tran | 0.527 ns |
| Hold Violations, Final | 0 |
| Post-synth EDFFs | 8 |
| Critical Path AT | 1.27 ns |
| Fp_density | 0.236 |
| GRT overflow | 0 |
| Clk_skew | 0.00125 ns |
| Post-Route WL | 3650 um |
| Synth unique cells | 44 |
| Fraction of registers with async set or reset after synthesis | 0 |
| Post-layout util | 0.306 |
| Total Negative Setup Slacks | 0 ns |
| Top cells, area | dfxtp_1, edfxtp_1, ha_1 |
| Clk pin slew, worst setup/hold paths | 0.09 ns |
| # diodes | 0 |
| Post-Synthesis Cells | 172 |
| Number of post-CTS setup repair buffers | 0 |
| Cell Pwr Density | 251 nW/um^2 |
| Cell area after synthesis | 1630 sq um |
| Final number of max-transition violations | 0 |
| Cts repair resizes | 0 |
| Yosys chip area | 1630 sq um |
| Largest net degree at the start of global routing | 26 |
| CTS root buf | clkbuf_8 |
| Worst-path cell chain | clkdlybuf4s50_1 |
| 1st-iter DRT viols | 100 |
| Area Growth Syn to Fin | 29.3% |
report_power, final:
group          total, mW  internal, mW  switching, mW
sequential         0.215         0.196         0.0192
clock              0.101        0.0470         0.0543
combinational      0.214         0.112          0.102
path summary, 6_finish.rpt:
| kind | endpoint | slack, ns | from | depth (start not counted) |
|---|---|---|---|---|
| max reg2reg | A[3]$_SDFF_PP0_ | 3.63 | M[0]$_DFFE_PP_ | 7 |
| max | prod[9] | 3.53 | A[1]$_SDFF_PP0_ | 1 |
| min reg2reg | Q[5]$_DFF_P_ | 0.50 | Q[6]$_DFF_P_ | 1 |
| min | Q[5]$_DFF_P_ | 0.50 | Q[6]$_DFF_P_ | 1 |
through the flow:
step	hold WS (ns)	setup slack (ns)	cell area, sq um	std cells
after floorplan	0.434	3.92	1630	172
after global placement	0.476	3.55	2060	295
after detailed placement	0.470	3.54	2060	295
after CTS	0.499	3.49	2110	299
after global routing	0.520	3.43	2110	299
final	0.495	3.53	2110	299
state kept, by name, indices dropped and copies added (netlist names):
name,cells
A,8
M,8
Q,8
Q_1,1
layout by cell type, fill, tap and decap left out, drive strengths merged, types with 7 or more instances in the layout:
cell type      count
clkdlybuf4s50     33
o21ai              7
nor3               8
a21oi              9
mux2               9
nor2              14
ha                16
inv               22
edfxtp             8
dfxtp             17
layer usage:
metal / track usage / vias up / routed length [um]
li1: - / 681 / -
met1: 0.0919 / 601 / 1740
met2: 0.109 / 19 / 1750
met3: 0.00870 / 2 / 114
met4: 0.00980 / 0 / 47
met5: 0 / - / 0
logic make-up (layout without fill, tap and decap cells):
kind of cell	count (synthesis)	count (layout)	synth area share
AND-OR/OR-AND	48	48	0.218
AND/OR/NAND/NOR	37	37	0.115
buffers and inverters	30	61	0.0705
flip-flops	25	25	0.356
adder cells (fa/ha/maj)	18	18	0.147
multiplexers	12	12	0.0828
XOR/XNOR	2	2	0.0107
cell type report:
class                           instances  area [sq um]  share of cell area
Multi-Input combinational cell        117           937               0.444
Sequential cell                        25           581               0.275
Timing Repair Buffer                   34           338               0.160
Tap cell                               96           120              0.0569
Inverter                               23          87.6              0.0415
Clock buffer                            3          41.3              0.0195
Clock inverter                          1          7.51             0.00355
No activity file was given, so power comes from the tool's default toggle rates.
