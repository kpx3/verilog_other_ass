File: flow/design.v
module DIV_datapath (low, L1,L2, LdC,LdP, CLRC, INC, data_in, clk);  
input L1,L2, LdC, CLRC, INC, clk,LdP; 
input [15:0] data_in; 
output low; 
wire [15:0] W, Y, T, ou; 
LESS COMP (low, W); 
PIPO1 D (W, data_in,T, L1,L2, clk);	 
PIPO2 P (Y,LdP,clk); 
CNTR C (ou, LdC, INC,clk); 
SUBTRACT CT (T, W, Y) ;	 
endmodule 
module PIPO1 (dout,d1,d2,ld1,ld2,clk); 
input [15:0] d1; 
input [15:0] d2; 
input ld1,ld2, clk; 
output reg [15:0] dout;	 
always @(posedge clk) 
	if(ld1) dout <= d1; 
	else if(ld2) dout<=d2; 
endmodule 
module PIPO2 (dout,ld,clk); 
input ld,clk; 
output reg [15:0] dout;	 
always @(posedge clk) 
	if(ld) dout <= 16'b0000000000001010; 
endmodule 
module SUBTRACT (out, in1, in2); 
input [15:0] in1, in2; 
output reg [15:0] out; 
always @(*)
	out =in1-in2 ; 
endmodule
module LESS (low, data); 
input [15:0] data; 
output low; 
assign low =(data <10); 
endmodule 
module CNTR (dout,ld,inc,clk); 
input ld,inc,clk; 
output reg [15:0] dout; 
always @(posedge clk) 
	if(ld) dout<=16'd0; 
	else if(inc) dout <= dout+1; 
endmodule																		
module controller (L1,L2, LdC,LdP, CLRC,INC,done, clk,low, start); 
input clk, low,start; 
output reg L1,L2,LdC,CLRC,INC,done,LdP;  
reg [2:0] state; 
 parameter S0=3'b000, S1=3'b001, S2=3'b010, S3=3'b011;	 
always @(posedge clk) 
	begin
	  case (state) 
		S0: if(start) state<=S1; 
		S1: begin 
        #2 if (low) state<=S3; 
        else state<=S2; 
       end 
		S2: #2 if (low) state<=S3;  
		S3: state <=S3; 
		default: state <=S0; 
	   endcase 
	end
always @(state) 
	begin
	  case (state) 
		S0: begin #1 L1 =0;L2=0; LdC=0;CLRC=0;INC=0;LdP=0;end 
		S1: begin #1 L1 =1;LdC=1;CLRC=1;LdP=1; end  
		S2: begin #1 L1=0;LdC=0;CLRC=0;L2=1;INC=1;end 
		S3: begin #1 done=1;L1=0;LdC=0;INC=0;L2=0;LdP=0;end 
		default: begin #1 LdC=0;L1=0;L2=0;CLRC=0;INC=0;LdP=0;end 
	   endcase
	end
endmodule  
File: flow/constraint.sdc
current_design DIV_datapath

set clk_period 4.7
set clk_io_pct 0.2

create_clock -name clk0 -period $clk_period [get_ports {clk}]

set non_clock_inputs [all_inputs -no_clocks]
set_input_delay [expr $clk_period * $clk_io_pct] -clock clk0 $non_clock_inputs
set_output_delay [expr $clk_period * $clk_io_pct] -clock clk0 [all_outputs]
File: flow/config.mk
export PLATFORM = sky130hd
export DESIGN_NAME = DIV_datapath
export DESIGN_NICKNAME = DIV_datapath
export VERILOG_FILES = /design/flow/design.v
export SDC_FILE = /design/flow/constraint.sdc
export NUM_CORES = 4
export LEC_CHECK = 1
export CORE_AREA = 10 10 87 87
export DIE_AREA = 0 0 97 97
File: flow/run.sh
#!/bin/bash
# OpenROAD 26Q1-2900-gdf79404cd8, Yosys 0.63+post, stock flow scripts
make -C /OpenROAD-flow-scripts/flow DESIGN_CONFIG=/design/flow/config.mk WORK_HOME=/design/flow/orfs finish
==> notes.md <==
Main metrics from the flow reports.

The post-layout total power came out at 366 uW. The critical path arrival came out at between 2 and 2.5 ns. Per the OpenROAD floorplan log, the width of the die is 97 um. The number of flip-flops under the largest register name is 15. The total global routing overflow is 0. The count of cell types in the netlist came out at 25. The relative contribution of the clock network to total power came out at 28.0%. STA lists the startpoint of the worst hold path as D.dout[1].

The worst setup path is launched from a flop. The worst hold slack across all endpoints came out at 0.625 ns. The final report lists the setup-violating endpoint count as 0. The final report lists a non-filler cell total of between 150 and 200.

The number of placed cells counting well taps is around 170. The sum of routed wire length over all layers is 1.81 mm. The chip occupies roughly 9400 sq um. The region available for standard cell placement spans 5640 sq um. The clock root buffer is sky130_fd_sc_hd__clkbuf_8. The logic depth of the worst register-to-register path came out at 4. The H-tree depth is 1. The clock tree from TritonCTS is built. The total DRC errors in the routed layout is 0. The floorplan row count is 27. The via total after detailed routing came out at 653. Ranked by total cell area, the synthesized netlist is headed by sky130_fd_sc_hd__edfxtp_1 (51%), sky130_fd_sc_hd__xor2_1 (7.9%), sky130_fd_sc_hd__o21ai_0 (6.8%). The kind of path behind the tightest hold check is flop to flop.

Switching power as a fraction of the total was reported as 25.9%. In this run, post-CTS hold repair placed 0 buffers. The wire length of the first global-routing pass came out at roughly 3.2 mm. For reference, the final report shows the hold violation count at 0.

The initial core utilization is 15.8%. The number of cells upsized or downsized after cts is 0. The total leakage power came out at about 0.40 nW.

The number of antenna violations at the first check in global routing is 0. Setup repair after global routing left no endpoint under its margin. The sequential group share of total power is between 50 and 60%. The vertical die dimension is 97 um. The routed wire length per instance came out at 10.2 um.

In the final layout, the registers with the most flip-flops are D.dout (15). The power per standard cell area is 304 nW/um^2. Looking at the critical path, the highest net fanout was 4. The post-route netlist has between 10% and 20% of its cells at a drive strength greater than 1. Between clock sinks in the finished design, the worst skew comes to between 0.001 and 0.0015 ns. Along the worst hold path, the cell count comes to 1. The commonest cells after synthesis are sky130_fd_sc_hd__edfxtp_1 (15), sky130_fd_sc_hd__nand2_1 (13), sky130_fd_sc_hd__o21ai_0 (12).

The number of clock buffers inserted by TritonCTS is 3. The terminus of the critical flop-to-flop path is D.dout[14]. The count of buffers added on input and output ports is 18. 24 I/O pins were placed. The synthesis-to-finish area growth came out at 35.2%. The synthesized cell area is 890 sq um.

The via density per instance is 3.67. The number of global-route vias before repair came to roughly 640. The worst slew margin relative to its limit came out at 62.2%. The count of inserted antenna diode cells is 0. The time the worst path needs with I/O delays and setup is 3.12 ns.

Overall routing resource usage recorded by global route was around 4%. The maximum number of pins on one net before global-route repair is 30. After synthesis, the chip area reported by Yosys is 890 sq um.

The fraction of the cycle the final worst path needs came out at 66.4%. The worst setup path is captured at an output pin. The post-route antenna net violation count is 0.

The register bit count reported by yosys is 15. Sequential cells were found to cover 50.6% of the synthesized design area. The most used flip-flop cell after synthesis is sky130_fd_sc_hd__edfxtp_1. The number of cells produced by synthesis is 86.

The aggregate negative setup slack is 0 ns. Of all flip-flops after synthesis, the portion carrying an async set or reset was 0%. The worst IR drop on VDD is 156 uV.

After clock tree synthesis, the setup repair step added 0 buffers. Among all cell types in the netlist, the one instantiated most often is sky130_fd_sc_hd__edfxtp_1. Counting flops with a built-in enable in the synthesized netlist gives 15. The power spent charging and discharging nets came out at 94.8 uW. For reference, the most critical setup path is categorized as flop to output pin. The flop-to-flop setup slack came out at 2.82 ns. The number of clock sinks is 15. The HPWL after detailed placement is about 1.4 mm. The slew at the pin closest to its max-slew limit is ~0.56 ns. The highest clock frequency the design can meet is 0.320 GHz. The final estimated routing congestion in global placement came out at 0.778. After synthesis, the design contains 86 cells according to Yosys. The insertion delay of the later-clocked pin in the worst-skew pair came out at 0.24 ns.

Summed over all instances, the cell type with the most area after synthesis is sky130_fd_sc_hd__edfxtp_1. The clock transition at the registers of the reported paths came out at 0.06 ns. The synthesized area per cell is 10.3 sq um. The number of buffers on the longest clock path came out at 2. At the worst endpoint, the required time is ~3.8 ns. The max-slew violation total from the final report came out at 0. The sink of the worst hold path is D.dout[1].

Looking at the reg2reg group, the worst path starts from D.dout[9]. The max-cap violation count is 0. The flow ran to the end, and the final reports show no timing, DRC or antenna violations.

The worst-case setup slack after placement is about 1.8 ns. The area fraction of the dominant cell type after synthesis came out at 50.6%. The total iterations of the first detailed-routing run came out at 4. The internal power came out at 271 uW.

The portion of total power attributed to combinational logic is 20.4%. The register with the most flip-flops is D.dout. The yosys synthesis warning count is 4. The OpenROAD warning count came out at 30. The number of DRC markers after the initial detailed-route iteration came out at 41.

The worst-case setup margin in the final layout came out at 1.58 ns.
==> power groups by stage <==
stage / Clock (mW) / Combinational [mW] / Sequential (mW)
after CTS: 0.107 / 0.0758 / 0.189
after global routing: 0.114 / 0.0853 / 0.192
final: 0.102 / 0.0745 / 0.189
==> routing by layer <==
layer / vias to the layer above / GRT usage, % / routed length [um] / share of wire [%]
li1: 355 / - / - / -
met1: 279 / 5.98 / 989 / 55
met2: 17 / 5.52 / 704 / 39
met3: 2 / 1.58 / 99 / 5.5
met4: 0 / 0.338 / 17 / 0.94
met5: - / 0 / 0 / 0
==> metrics by stage <==
step	instance area (sq um)	utilization [%]
2_1_floorplan	890	-
3_3_place_gp	1160	20.5
3_5_place_dp	1160	20.5
4_1_cts	1200	21.3
5_1_grt	1200	21.3
6_report	1200	21.3
==> critical path: stages (launching register included) <==
cell,delay [ns]
sky130_fd_sc_hd__edfxtp_1,0.43
sky130_fd_sc_hd__nor4_1,0.56
sky130_fd_sc_hd__nand4_1,0.22
sky130_fd_sc_hd__nor3_1,0.22
sky130_fd_sc_hd__clkdlybuf4s50_1,0.51
==> how the worst max path moves through the flow <==
stage	from	endpoint	slack [ns]	cells past startpoint
CTS	D.dout[9]	low	1.52	4
finish	D.dout[9]	low	1.58	4
global route	D.dout[10]	low	1.41	4
==> layout by cell type, fill, tap and decap left out, drive strengths merged, types with 3 or more instances in the layout <==
| master | instances |
|---|---|
| clkdlybuf4s50 | 18 |
| edfxtp | 15 |
| nand2 | 13 |
| o21ai | 13 |
| xor2 | 8 |
| xnor2 | 4 |
| nor2 | 4 |
| mux2 | 3 |
| nand3 | 3 |
| clkbuf | 3 |
| nor3 | 3 |
==> cells by family after synthesis <==
group | count (synthesis) | synth area share, %
and+or+nand+nor | 36 | 22.1
adders and majority gates | 1 | 1.41
AOI/OAI and AO/OA | 14 | 8.16
muxes | 3 | 3.80
buffers and inverters | 5 | 2.11
xor gates and xnor gates | 12 | 11.8
DFF | 15 | 50.6
==> area by class of cell <==
cell class	count	area, sq um
Clock buffer	3	41.3
Timing Repair Buffer	19	188
Inverter	2	7.51
Sequential cell	15	450
Multi-Input combinational cell	66	420
Tap cell	72	90.1
Fill cell	608	4440
Clock inverter	1	5.00
No activity file was given, so power comes from the tool's default toggle rates.
